**flow/run.sh**
```bash
#!/bin/bash
# OpenROAD 26Q1-2900-gdf79404cd8, Yosys 0.63+post, stock flow scripts
make -C /OpenROAD-flow-scripts/flow DESIGN_CONFIG=/design/flow/config.mk WORK_HOME=/design/flow/orfs finish
```
**flow/config.mk**
```make
export PLATFORM = sky130hd
export DESIGN_NAME = siso
export DESIGN_NICKNAME = siso
export VERILOG_FILES = /design/flow/design.v
export SDC_FILE = /design/flow/constraint.sdc
export NUM_CORES = 4
export LEC_CHECK = 1
export CORE_AREA = 10 10 70 70
export DIE_AREA = 0 0 80 80
```
**flow/constraint.sdc**
```tcl
current_design siso

set clk_period 1.1
set clk_io_pct 0.2

create_clock -name clk0 -period $clk_period [get_ports {clk}]

set non_clock_inputs [all_inputs -no_clocks]
set_input_delay [expr $clk_period * $clk_io_pct] -clock clk0 $non_clock_inputs
set_output_delay [expr $clk_period * $clk_io_pct] -clock clk0 [all_outputs]
```
**flow/design.v**
```verilog
module siso(in,clk,rst,out);
	input in,rst,clk;
	output reg out;
	reg [3:0]temp;
	always @(posedge clk) begin
		if(rst)
			temp<=0;
		else begin
			temp<=temp>>1;
			temp[3]<=in;
			out<=temp[0];
		end
	end
endmodule
```
==> out/metrics.csv <==
stage;metric;value;unit
synth;top_logic_kind;simple AND/OR/NAND/NOR gates;
die;core_area;3420;sq um
synth;yosys.area_share.simple;18.0;%
grt;overflow;0;
synth;yosysTopAreaCell;dfxtp_1;
final_timing;period_minus_slack;1.05;ns
final_timing;whs;0.402;ns
place;dp_hpwl;171;um
synth;synth_area;139;sq um
final_timing;tns;0;ns
worst_setup_path;reg2reg_depth;0;
worst_setup_path;critPathMaxStageDelay;0.34;ns
min_path;hold_path_end;out$_DFFE_PN_;
worst_setup_path;timing.rr.start;temp[0]$_SDFF_PP0_;
place;placed_cell_area;234;sq um
synth;synthAdderAreaFrac;0;%
worst_setup_path;start_kind;flop;
worst_setup_path;reg2reg_slack;0.57;ns
final_timing;rsz0062_at_grt;false;
power;switching_power;0.0734;mW
drt;vias_per_cell;1.36;
synth;synthMuxAreaShare;0;%
synth;flop_cell;dfxtp_1;
final_timing;fin_crit_sh;95.5;%
place;gp_congestion;0.572;
die;rows;21;
worst_setup_path;reg2reg_to;out$_DFFE_PN_;
drt;post_drt_wl_per_cell;3.66;um
worst_setup_path;cp_max_fo;1;
grt;antenna_found_initial;0;
worst_setup_path;path_buffers;1;
power;seqPwrFrac;46.9;%
min_path;worstHoldStart;temp[0]$_SDFF_PP0_;
flow_run;tool_warnings;25;
grt;use_met3;0.682;%
min_path;hp-class;flop to flop;
clock_network;cts_buffer_depth;2;
layout;utilization;7.58;%
synth;top_area_share;57.7;%
synth;yosysWarnings;1;
grt;met1_usage;1.14;%
synth;top_cells_by_count;dfxtp_1 (4), nor2b_1 (4), edfxtp_1 (1), inv_1 (1);
synth;yosys.cell_types.count;4;
worst_setup_path;critical_path.slowest_cell;edfxtp_1;
worst_setup_path;crit_family;flip-flops;
grt;grt_pass1_vias;113;
min_path;hold_path_depth;0;
clock_network;cts_hold_buf;0;
worst_setup_path;crit_arrival;0.83;ns
power;switching_share;17.6;%
worst_setup_path;worstPathRequired;0.88;ns
die;fp.dieH;80;um
synth;ys_chip_area;139;sq um
layout;synthToLayoutAreaGrowth;86.5;%
power;internal_power;0.344;mW
worst_setup_path;path_cells;dlygate4sd2_1;
synth;netlist_instances;10;
synth;ys_cells;10;
clock_network;h-tree-depth;1;
layout;drive_gt1_share;22.2;%
final_timing;worst_pin_slew;0.0929;ns
final_timing;finalSetupViolCount;0;
synth;ys_sh_aoi;0;%
synth;ys_async_sr_fraction;0;%
synth;edf_count;1;
worst_setup_path;crit_type;flop to output pin;
drt;drt_iter0_markers;1;
final_timing;finalClockSkew;0.000630;ns
clock_network;cts_buffers;3;
flow_run;maxCapViolations;0;
drt;drtAntennaViolNets;0;
grt;grt_use_total;0.881;%
power;powerDensity;1610;nW/um^2
power;ir_worst_vdd;854;uV
final_timing;slew_viol_final;0;
synth;postSynthSeqShare;79.3;%
power;leakage;0.0907;nW
drt;wirelength;234;um
clock_network;clkSinkCount;5;
final_timing;fmax;952;MHz
grt;grt_max_degree;5;
synth;xor_share;0;%
final_timing;hold_violations;0;
die;fp_util;4.07;%
clock_network;cts_root_buf;clkbuf_4;
die;chipArea;6400;sq um
layout;fillers;406;
clock_network;clk_latency;0.23;ns
drt;first_pass_iters;2;
grt;top_usage_layer;met1;
power;power;0.417;mW
drt;via_count;87;
power;clkPwrFrac;48.7;%
clock_network;cts_tree;built;
run_status;status;finished clean;
worst_setup_path;worstSetupEndpointType;output pin;
die;dieWidth;80;um
drt;antennaDiodeCount;0;
final_timing;relSlewSlack;93.8;%
clock_network;path_clk_slew;0.04;ns
synth;synth.avg_cell_area;13.9;sq um
grt;grt_pass1_wl;434;um
grt;grt_use_met2;1.12;%
die;ios;4;
synth;area_leaders;dfxtp_1 (58%), edfxtp_1 (22%), nor2b_1 (18%);
layout;final_area;259;sq um
place;port_buffers;3;
drt;drc;0;
synth;yosys_register_bits;5;
power;p_comb_share;4.5;%
-- cells by family (layout without fill, tap and decap cells) --
| group | after synthesis | after routing |
|---|---|---|
| buffers and inverters | 1 | 9 |
| flip-flops | 5 | 5 |
| AND/OR/NAND/NOR | 4 | 4 |
-- cell usage in the layout, fill, tap and decap left out --
cell | netlist | final
clkbuf_1 | 0 | 1
clkbuf_4 | 0 | 3
inv_1 | 1 | 1
nor2b_1 | 4 | 4
dlygate4sd2_1 | 0 | 1
dfxtp_1 | 4 | 4
edfxtp_1 | 1 | 1
clkdlybuf4s50_1 | 0 | 2
buf_4 | 0 | 1
-- cell type report --
type                    count  area [sq um]  share of cell area (%)
flip-flops and latches      5           110                    42.5
well taps                  46          57.6                    22.2
repair buffers              4          36.3                    14.0
clock buffers               4          26.3                    10.1
multi-input cells           4          25.0                    9.66
inverters                   1          3.75                    1.45
-- through the flow --
step	instances	setup slack, ns
after floorplan	10	0.557
after global placement	60	0.0831
after detailed placement	60	0.0850
after CTS	64	0.0281
after global routing	64	0.00794
final	64	0.0498
-- sequential cells by signal, indices dropped and copies added (netlist names) --
signal	flops
temp	4
out	1
-- worst max-delay path by stage --
| stage | start | end | slack [ns] | depth (start not counted) |
|---|---|---|---|---|
| 5_1_grt | out$_DFFE_PN_ | out | 0.008 | 1 |
| 6_report | out$_DFFE_PN_ | out | 0.05 | 1 |
| 4_1_cts | out$_DFFE_PN_ | out | 0.03 | 1 |
-- layer usage --
| metal | share of wire [%] | routed length, um |
|---|---|---|
| met1 | 57 | 133 |
| met4 | 0 | 0 |
| met2 | 32 | 74 |
| met5 | 0 | 0 |
| met3 | 11 | 26 |
-- power by group through the flow --
stage	Clock (mW)	Sequential, mW	Combinational [mW]
final	0.203	0.196	0.0186
after CTS	0.211	0.196	0.0190
after global routing	0.226	0.196	0.0210
-- timing repair --
| item | 4_1_cts | 5_1_grt |
|---|---|---|
| endpoints found under the setup margin | 1 | 0 |
| resized | 1 | 0 |
| setup buffers | 0 | 0 |
Power is estimated from default activity; no workload was simulated.

--- design.v ---
module sp_memory(clk,rst,wr_rd,valid,addr,wdata,rdata,ready);
  parameter DATA_LENGTH=32;
  parameter ADDR_SIZE=4;
  input clk,rst,wr_rd,valid;
  input[DATA_LENGTH-1:0]wdata;
  input[ADDR_SIZE-1:0]addr;
  output reg ready;
  output reg [DATA_LENGTH-1:0]rdata;
  integer i;
  reg[DATA_LENGTH-1:0]mem[2**ADDR_SIZE-1:0];
  always@(posedge clk, negedge rst)
        begin
          if(!rst)
             begin
               for(i=0;i<2**ADDR_SIZE;i=i+1)
               mem[i]<=0;
             end
		  else
            begin
             if(valid) 
               begin
                 ready=1;
                  if(wr_rd)
                    begin
                     mem[addr]<=wdata;
                    end
                  else
                    begin
                     rdata<=mem[addr];
                    end
                end
             else
               begin
                 ready<=0;
               end
            end
        end
endmodule
--- run.sh ---
#!/bin/bash
# OpenROAD 26Q1-2900-gdf79404cd8, Yosys 0.63+post, stock flow scripts
make -C /OpenROAD-flow-scripts/flow DESIGN_CONFIG=/design/flow/config.mk WORK_HOME=/design/flow/orfs finish
--- config.mk ---
export PLATFORM = sky130hd
export DESIGN_NAME = sp_memory
export DESIGN_NICKNAME = sp_memory
export VERILOG_FILES = /design/flow/design.v
export SDC_FILE = /design/flow/constraint.sdc
export NUM_CORES = 4
export LEC_CHECK = 1
export CORE_UTILIZATION = 50
--- constraint.sdc ---
current_design sp_memory

set clk_period 2.6
set clk_io_pct 0.2

create_clock -name clk0 -period $clk_period [get_ports {clk}]

set non_clock_inputs [all_inputs -no_clocks]
set_input_delay [expr $clk_period * $clk_io_pct] -clock clk0 $non_clock_inputs
set_output_delay [expr $clk_period * $clk_io_pct] -clock clk0 [all_outputs]
==> reports/qor.yml <==
firstDrtPassIters: 4
combPwrFrac: 0.143
internal-power_uw: 16800
ir_drop_mv: 0.479
swShare: 0.246
synth-main-ff-cell: "dfrtp_1"
cts_tree: "done"
fp-utilization: 0.508
n_antenna_cell: 0
clockBufferDepth: 3
end_kind: "output pin"
crit_required_ns: 2.08
via_per_inst: 6.23
rows: 82
layout_top_cells: "dfrtp_1 (512), mux2_2 (466), buf_4 (78)"
period_needed_ns: 2.08
post-route-drc-count: 0
fmax_ghz: 0.480
async_flop_share: 0.939
grt_max_degree: 117
startpoint_type: "register"
ys_seq_elements: 545
mostFrequentLayoutCell: "dfrtp_1"
io_pins: 73
yosys_area_um2: 25500
tightest_slew_ns: 0.810
htreeDepth: 2
wl_um: 71700
netlist.area_leader.share: 0.503
avgSynthCellArea_um2: 13.2
dpl.hpwl_um: 42300
syn_to_final_growth_pct: 15.5
edf_count: 33
startpoint: "rdata[31]"
clkTransAtPathRegs_ns: 0.06
synthCells: 1924
crit_path_max_incr_delay_ns: 0.53
holdWs_ns: 0.370
postRouteAntennaNets: 0
clock_latency_ns: 0.61
yosys_warnings: 2
ys_cells: 1924
arrival_ns: 1.56
grt_pass1_wl_um: 111000
rsz0062_at_grt: "no"
seq_power_share: 0.489
maxCapViolCount: 0
worst-path-stages: 1
clock-root-buffer: "clkbuf_16"
syn_area_um2: 25500
area_leaders: "dfrtp_1 (50%), mux2_2 (21%), edfxtp_1 (3.9%)"
max-slew-margin-rel: 0.458
power_density_nw_per_um2: 757
numClockSinks: 545
finalClockPeriodUsage: 0.801
p_clk_frac: 0.368
num_vias: 16800
synth_cell_type_count: 50
status: "complete, no violations"
die_x_um: 228
grt_pass1_vias: 17500
num-fill-cells: 3924
leakagePower_uw: 0.0127
grt_antenna_before_repair: 1
post_cts_resized: 0
setup-tns-final_ns: 0
r2r_slack_ns: 1.04
gp_congestion: 0.857
cp_num_buf_inv: 1
logic_area_um2: 10800
cp_top_family: "buffers and inverters"
ff2ff_path_depth: 4
synth_seq_share: 0.542
reg2reg_from: "mem[11][15]"
worstPathCellList: "clkdlybuf4s50_1"
critical_path_class: "reg -> out"
crit_fanout: 1
skew_ns: 0.0101
design.core.area_um2: 50200
numCtsBuffers: 58
setup_viol: 0
hold_violations: 0
die_y_um: 228
crit_slowest_cell: "clkdlybuf4s50_1"
r2r_end: "rdata[15]"
grt.overflow.total: 0
die_area_um2: 51900
io_buffer_count: 72
register_area_um2: 13800
grt_use_total: 0.301
drive_gt1_frac: 0.355
hp-class: "in -> async"
p_switching_uw: 5470
maxSlewViolCount: 0
initialDrtViolationCount: 1103
warnings: 27
drt-wirelength-per-cell_um: 26.6
synth.largest_area_cell: "dfrtp_1"
## through the flow
stage	instances	worst slack, ns	utilization	total power, uW	cell area [um2]
floorplan	1924	0.602	-	13100	25500
global placement	2592	0.0863	0.549	14100	27500
detailed placement	2592	0.0862	0.549	14200	27500
CTS	2699	0.479	0.587	22500	29400
global route	2699	0.443	0.587	23300	29400
finish	2699	0.517	0.587	22300	29400
## power by group through the flow
| stage | sequential [uW] | clock [uW] | combinational [uW] |
|---|---|---|---|
| 5_1_grt | 11100 | 8700 | 3490 |
| 6_report | 10900 | 8200 | 3180 |
| 4_1_cts | 10900 | 8370 | 3210 |
## sequential cells by signal, summed over array words and instances, names as in the netlist
register  count
rdata        32
ready         1
mem         512
## kinds of logic after synthesis
kind of cell    count (synthesis)  synth area share
mux                           550             0.252
flops                         545             0.542
simple gates                  361            0.0876
compound gates                275            0.0815
buf+inv                       193            0.0372
## layout make-up
cell class	count	share of cell area
tap	672	0.0286
clock inverter	12	0.00459
clock buffer	94	0.0595
inverter	4	0.000510
sequential	545	0.469
timing repair buffer	186	0.0698
multi-input combinational	1186	0.368
## repair_timing
action                                 in CTS  in global routing
hold buffers                                1                  0
setup buffers                               0                  0
endpoints found under the hold margin      24                  0
setup endpoints to repair                   0                  0
## metal layers
metal  vias to the layer above  wire, um  global-route usage
li1                       7287         -                   -
met1                      8774     30700               0.465
met2                       619     32300               0.431
met3                       123      7080               0.116
met4                         2      1630              0.0564
met5                         -        13                   0
## synthesized netlist by cell type, drive strengths merged (32+ instances only)
cell / n
nand2b: 47
clkbuf: 92
a21oi: 32
nand3: 36
nand2: 55
and3b: 43
buf: 97
nand3b: 50
a221oi: 53
dfrtp: 512
mux2: 514
edfxtp: 33
o21ai: 53
## how the worst max path moves through the flow
stage,to,slack (ns)
6_report,rdata[31],0.52
5_1_grt,rdata[17],0.44
4_1_cts,rdata[31],0.48
Power figures rest on the tool's default switching activity, not on a simulated workload.

--- design.v ---
module fifo(clk,rst,wdata,rdata,rd_en,wr_en,full,empty,error);
  parameter DATA_SIZE=8;
  parameter ADDR_WIDTH=4;
  input clk,rst,wr_en,rd_en;
  input[7:0]wdata;
  output reg[7:0]rdata;
  output reg full,empty,error;
  reg [2:0] rd_ptr,wr_ptr;  
  reg [7:0] count;
  reg[7:0]mem[7:0];
  integer i;
  assign full=(count==8)?1:0;
  assign empty=(count==0)?1:0;
  always@(posedge clk)
    begin if(rst)
      begin
      wr_ptr<=0;
      rd_ptr<=0;
      count<=0;
      for(i=0;i<7;i=i+1)
            mem[i]<=0;
    end
    else if(wr_en && !full)
    begin
      error<=0;
      mem[wr_ptr]<=wdata;
      wr_ptr<=wr_ptr+1;
      count<=count+1;
    end
    else if(rd_en && !empty)
    begin
      error<=0;
      rdata<=mem[rd_ptr];
      rd_ptr<=rd_ptr+1;
      count<=count-1;
    end
    else
    begin
      error<=1;
    end
  end
endmodule
--- run.sh ---
#!/bin/bash
# OpenROAD 26Q1-2900-gdf79404cd8, Yosys 0.63+post, stock flow scripts
make -C /OpenROAD-flow-scripts/flow DESIGN_CONFIG=/design/flow/config.mk WORK_HOME=/design/flow/orfs finish
--- config.mk ---
export PLATFORM = sky130hd
export DESIGN_NAME = fifo
export DESIGN_NICKNAME = fifo
export VERILOG_FILES = /design/flow/design.v
export SDC_FILE = /design/flow/constraint.sdc
export NUM_CORES = 4
export LEC_CHECK = 1
export CORE_UTILIZATION = 40
--- constraint.sdc ---
current_design fifo

set clk_period 4.7
set clk_io_pct 0.2

create_clock -name clk0 -period $clk_period [get_ports {clk}]

set non_clock_inputs [all_inputs -no_clocks]
set_input_delay [expr $clk_period * $clk_io_pct] -clock clk0 $non_clock_inputs
set_output_delay [expr $clk_period * $clk_io_pct] -clock clk0 [all_outputs]
==> summary.txt <==
Implementation numbers.

- The number of hold-slack violations in the final timing report is 0.
- The total power divided by cell area is 445 mW/mm².
- The post-route setup TNS is 0 ns.
- TritonCTS built the clock tree.
- The required time reported for the critical path endpoint is 4.95 ns.
- In the final layout, the fill cell count is 845.
- From bottom edge to top edge, the die measures 103 µm.
- For reference, the most critical setup path is categorized as input pin to register.
- The worst hold path begins at count[5].
- After clock tree synthesis, the setup repair step added 0 buffers.
- The number of buffers added to fix hold violations after cts is 0.
- In this run the cell area measured after placement is 0.00449 mm².
- The half-perimeter wire length after detailed placement is 5330 µm.
- The maximum ir drop on the vdd rail is 254 µV.
- No sink is reached through more buffers than the 2 on the longest clock path.
- The number of H-tree branching levels is 3.
- The cell type with the largest total area after synthesis is edfxtp_1.
- The post-route fraction of the period consumed by the critical path is 70.2%.
- The clock transition at the registers of the reported paths is 0.09 ns.
- The synthesized design contains 65 enable-type register cells.
- The top fanout value on the critical path is 13.
- Ranked by total cell area, the synthesized netlist is headed by edfxtp_1, dfxtp_1, mux4_2.
- Post-synthesis, Yosys gives the total cell area as 0.00405 mm².
- The number of warnings printed during yosys synthesis is 3.
- STA classifies the critical path endpoint as a register.
- The detailed router finished its first iteration with 99 violations.
- The worst hold margin is 0.492 ns.
- In the final report, the number of endpoints failing setup comes to 0.
- The element type at the critical path start is an input pin.
- The setup slack of the worst register-to-register path is 1.52 ns.
- The number of input and output port buffers inserted is 22.
- The initialized floorplan defines 36 standard-cell rows.
- The clock arrives with 0.00861 ns of skew.
- The chip area is 0.0105 mm².
- The synthesis run shows the most used standard cells to be edfxtp_1, and2_1, nor2_1, dfxtp_1.
- Summing all flip-flop and latch instances after layout gives 0.00239 mm².
- The measured slew at the worst slew-check pin is 0.701 ns.
- Counting flops with an async set or reset pin after synthesis yields a share of 0%.
- The most frequent cell after synthesis is edfxtp_1.
- The final RePlAce weighted congestion is 0.821.
- The signed area change from the synthesized netlist to the final layout is 15.3%.
- The initial antenna violation count was 0.
- Per the OpenROAD floorplan log, the width of the die is 103 µm.
- The fraction of layout cells with a size suffix above 1 is 18.5%.
- The count of nets left with antenna violations once routing finished came out at 0.
- The worst register-to-register path depth is 9.
- In the Yosys report the total cell count is 297.
- Per the post-synthesis report, the number of cells in the design is 297.
- The startpoint of the worst register-to-register path is count[2].
- Setup repair after global routing left no endpoint under its margin.
- The report gives the cell count of the worst hold path as 2.
- The number of global-route vias before repair is 2440.
- The summed instance area of the synthesized netlist is 0.00405 mm².
- The number of maximum-capacitance violations is 0.
- In the log, the iteration count for the first detailed-route pass is 4.
- Counting every sink on the clock net gives 87.
- The overall power is 2.08 mW.
- Per the skew report, the later register of the worst-skew pair sees a clock latency of 0.35 ns.
- The capture point of the worst register-to-register path is recorded as count[7].
- The global router's overall resource usage is 18.0%.
- The final wirelength is 7950 µm.
- According to the floorplan report, the placeable core area is 0.00977 mm².
- The cell sitting at the root of the clock tree is a clkbuf_8.
- For reference, the final report shows the max-slew violation count at 0.
- The mean instance size in the synthesized netlist is 13.6 µm².
- With fillers left out, the area of the finished cells amounts to 0.00467 mm².
- Per the synthesis report, the number of distinct cell types is 40.
- Per the detail_route report, routed wire per instance is 17.0 µm.
- The sequential area share after synthesis is 59.0%.
- The effective utilization at floorplan is 41.5%.
- The leakage power is 1.70 nW.
- Using the TritonRoute via totals, the vias-per-cell ratio works out to 5.13.
- The area fraction of the dominant cell type after synthesis is 48.2%.
- The final route contains 2400 vias.
- In the routed design, unresolved DRC markers number 0.
- For this run the aggregate overflow at the end of global routing stands at 0.
- The data arrival time reported for the critical path is 3.55 ns.
- The antenna diode instance count is 0.
- Derived from the worst setup path, the maximum achievable clock frequency is 303 MHz.
- The headroom to the max-slew limit is 53.1%.
- The final standard cell utilization of the core is 47.8%.
- The logic area is 0.00160 mm².
- The leading register cell type out of synthesis is edfxtp_1.
- The class of the worst hold path is register to register.
- The global-route wire length before repair is 13000 µm.
- The total clock buffers created by CTS is 9.
- Entering global routing, the biggest net connects 29 pins.
- After synthesis the netlist holds a flip-flop and latch count of 87.
- The flow ran to the end, and the final reports show no timing, DRC or antenna violations.
- The shortest period the worst path allows is 3.30 ns.
- The endpoint of the worst hold path is reported as count[5].
- The post-cts repair resize count is 0.
- For this design the top-level I/O count stands at 23.
- The stage logs contain a warning count of 25.
==> power by group <==
part | internal [mW] | switching (mW) | total, mW | leakage [nW]
combinational | 0.318 | 0.287 | 0.605 | 0.778
sequential | 0.920 | 0.0799 | 1.00 | 0.836
clock | 0.198 | 0.278 | 0.476 | 0.0877
==> metrics by stage <==
stage          setup WS, ns  instances
4_1_cts                1.43        468
5_1_grt                1.21        468
6_report               1.40        468
3_5_place_dp           1.07        452
2_1_floorplan          1.71        297
3_3_place_gp           1.09        452
==> critical path, cell delays in order <==
cell and delay [ns]:
clkdlybuf4s50_1 0.62, nand2_1 0.40, ha_1 0.44, a211oi_1 0.24, nor2_1 0.11, o21ai_0 0.23
mux2i_1 0.23, mux2_1 0.33
==> registers in the layout (all words and copies together) (netlist names) <==
name,cells
error,1
rdata,8
wr_ptr,3
rd_ptr,3
count,8
mem,64
==> worst max path at each step <==
stage	slack (ns)	end	depth (start not counted)	start
4_1_cts	1.43	count[7]	8	wr_en
5_1_grt	1.21	count[7]	8	wr_en
6_report	1.40	count[7]	8	wr_en
==> cell usage in the layout, fill, tap and decap left out, types with 9 or more instances in the layout <==
master and instances:
mux4_2 16, nor2_1 27, and2_1 48, buf_4 13
dfxtp_1 22, edfxtp_1 65, mux2i_1 16, clkbuf_8 9
clkdlybuf4s50_1 22
==> area by class of cell <==
type                    instances  share of cell area, %
flip-flops and latches         87                   51.2
multi-input cells             192                   34.1
repair buffers                 35                   6.80
well taps                     133                   3.56
clock buffers                   9                   2.65
clock inverters                 7                   1.23
inverters                       5                  0.402
==> kinds of logic (layout without fill, tap and decap cells) <==
| family | count (synthesis) | after routing | share of synthesized area [%] |
|---|---|---|---|
| multiplexers | 41 | 41 | 15.3 |
| AND-OR/OR-AND | 25 | 25 | 4.29 |
| buffers and inverters | 18 | 56 | 1.95 |
| adder cells (fa/ha/maj) | 9 | 9 | 2.96 |
| XOR/XNOR | 6 | 6 | 1.30 |
| AND/OR/NAND/NOR | 111 | 111 | 15.1 |
| flip-flops | 87 | 87 | 59.0 |
==> routing by layer <==
metal  vias up  track usage (%)  part of all wire (%)
met1      1165             27.5                    44
met5         -                0                     0
met4         0             1.32                  0.88
met3         5             5.72                   5.9
li1       1174                -                     -
met2        56             28.2                    49
Power is estimated from default activity; no workload was simulated.
